===== design/flow/constraint.sdc =====
current_design logic_example

set clk_period 1.0
set clk_io_pct 0.2

create_clock -name clk0 -period $clk_period [get_ports {clk}]

set non_clock_inputs [all_inputs -no_clocks]
set_input_delay [expr $clk_period * $clk_io_pct] -clock clk0 $non_clock_inputs
set_output_delay [expr $clk_period * $clk_io_pct] -clock clk0 [all_outputs]

===== design/flow/run.sh =====
#!/bin/bash
# OpenROAD 26Q1-2900-gdf79404cd8, Yosys 0.63+post, stock flow scripts
make -C /OpenROAD-flow-scripts/flow DESIGN_CONFIG=/design/flow/config.mk WORK_HOME=/design/flow/orfs finish

===== design/flow/config.mk =====
export PLATFORM = sky130hd
export DESIGN_NAME = logic_example
export DESIGN_NICKNAME = logic_example
export VERILOG_FILES = /design/flow/design.v
export SDC_FILE = /design/flow/constraint.sdc
export NUM_CORES = 4
export LEC_CHECK = 1
export CORE_AREA = 10 10 70 70
export DIE_AREA = 0 0 80 80

===== design/flow/design.v =====
module logic_example(
  input    wire              clk,
  input    logic [15:00]   bus_in,
  input    logic           ena_in,
  output   logic [15:00]  bus_out,
  output    logic          ena_out
);
logic [15:00] logic_rotate;
always @(posedge clk) begin
  logic_rotate    <= {bus_in[0],bus_in[15:01]};
  ena_out         <= ena_in;
  end
assign bus_out  = logic_rotate;
endmodule

==> results.rst <==
Synthesis and place-and-route
=============================

.. list-table::
   :header-rows: 1

   * - Metric
     - Value
   * - H-tree depth reported by CTS
     - 1
   * - Biggest area consumer among synthesized cells
     - dfxtp_1
   * - Cells after synthesis
     - 17
   * - Delay of the slowest cell on the worst path
     - 0.32 ns
   * - Cells along the critical path
     - buf_2
   * - Power density of the placed cells
     - 1710 nW/um^2
   * - Final Hold Vio Count
     - 0
   * - Root Driver
     - clkbuf_4
   * - Final sum of negative setup slack
     - 0 ns
   * - Top cells by area, synth
     - dfxtp_1 100%
   * - CP Launch Type
     - register
   * - Number of placement rows
     - 21
   * - PostCTS Resize Cnt
     - 44
   * - Number of max-slew violations in the final report
     - 0
   * - Placed instance area
     - about 740 sq um
   * - Post-Synth AOI/OAI Area
     - 0
   * - Final weighted congestion in routability-driven placement
     - 0.734
   * - Worst slew slack as a fraction of its limit
     - 0.931
   * - Critical path peak fanout
     - 1
   * - Data arrival at the endpoint of the critical path
     - around 0.71 ns
   * - Worst hold path type
     - in -> reg
   * - Detailed route wirelength on metal3
     - 209 um
   * - Synth top cells by count
     - 17 x dfxtp_1
   * - Chip Height
     - approximately 80 um
   * - Cell-internal power
     - between 900 and 1000 uW
   * - Outcome
     - finished, final reports clean
   * - Endpoint type of the worst setup path
     - primary output
   * - CTS clock-pin slew for the worst setup and hold paths
     - 0.10 ns
   * - XOR-XNOR Cells, Area Fraction
     - 0
   * - Relative contribution of combinational cells to total power
     - 0.079
   * - Effective utilization at floorplan
     - 0.0996
   * - Total wire length
     - around 1100 um
   * - Period minus WS final
     - roughly 0.9 ns
   * - Clock share of power
     - 0.307
   * - Total met2 wirelength after detailed routing
     - 393 um
   * - Worst VDD drop
     - 0.000714 V
   * - Wire length the detailed router placed on met1
     - 460 um
   * - Switching power of the nets
     - between 200 and 250 uW
   * - Number of warnings issued by yosys
     - 1
   * - CTS sink count
     - 17
   * - Distinct cell type count of the synthesized netlist
     - 1
   * - Vias
     - roughly 260
   * - Total congestion overflow after global routing
     - 0
   * - Smallest setup slack after layout
     - 0.0920 ns
   * - Wire length per cell
     - between 10 and 15 um
   * - Number of fillers in the final layout
     - 378
   * - Number of cell instances after yosys synthesis
     - 17
   * - Area of the multi-input gates
     - 0 sq um
   * - Leakage Power
     - about 0.00030 uW
   * - Leading cell type by number of instances after synthesis
     - dfxtp_1
   * - CTS tree
     - done
   * - Combined buffer and inverter count along the critical path
     - 1
   * - Category of the most critical setup path
     - reg -> out
   * - I/O Buffers
     - 34
   * - Post-CTS setup buffer count
     - 0
   * - Wire length of the first global-routing pass
     - 1680 um
   * - Most common flop cell mapped by yosys
     - dfxtp_1
   * - Total GRT Usage
     - 0.0347
   * - Highest routed layer
     - met4
   * - Syn_area_per_cell
     - roughly 20 sq um
   * - Upper clock frequency limit
     - 1100 MHz
   * - Top cell area share
     - 1.00
   * - Number of DRC markers after the initial detailed-route iteration
     - 4
   * - # Max-Cap Violations
     - 0
   * - Setup repair after global routing missed its margin
     - false
   * - Final count of negative-setup-slack endpoints
     - 0
   * - Detailed-route vias per instance
     - 2.58
   * - Synthesis-stage register bit count
     - 17
   * - Proportion of total power due to net switching
     - 0.198
   * - Area of all placed cells without fillers
     - 686 sq um
   * - Area delta synth->final
     - 101%
   * - Count of TritonRoute iterations in the first routing pass
     - 2
   * - Initial antenna violation count
     - 0
   * - Hold-fix buffers, CTS
     - 0
   * - Proportion of synthesized chip area in sequential cells
     - 1.00
   * - Vias in the first global route
     - ~320
   * - Least-Margin Pin Slew
     - 0.103 ns
   * - Number of multi-input logic gates
     - 0
   * - Worst setup slack after placement
     - 0.0193 ns
   * - Count of library flops with an enable pin
     - 0
   * - Async set or reset register ratio after synthesis
     - 0
   * - Core Util, Final
     - 0.201
   * - Area figure in the yosys stat output
     - 340 sq um
   * - Basic-gate share of the synthesized area counting and, or, nand and nor cells
     - 0
   * - Sequential share of power
     - 0.615
   * - CP Data Required Time
     - around 0.80 ns
   * - Die ar.
     - ~6400 sq um
   * - Maximum number of pins on one net before global-route repair
     - 11
   * - Post-layout period usage of the worst path
     - 0.908
   * - Area of the mapped netlist
     - 340 sq um
   * - Antenna diode count
     - 0
   * - OpenROAD warnings
     - 25
   * - Final ANT Viol Nets
     - 0
   * - Share of synthesized area spent on multiplexers
     - 0
   * - Max clock buf depth
     - 2
   * - Layout cells sized above 1
     - 0.455
   * - Total I/O pin count
     - 35
   * - DRC violations left
     - 0
   * - Clock buffer count from CTS
     - 3
   * - Adder and majority gate portion of the synthesized area
     - 0
   * - Die X
     - approximately 80 um
   * - Top Family by Delay on Critical Path
     - flip-flops
   * - Library cell contributing the largest single delay on the critical path
     - dfxtp_2
   * - Placeable core region
     - approximately 3400 sq um
==> layout make-up <==
| type | instances | area [sq um] | share of cell area |
|---|---|---|---|
| tap | 46 | 57.6 | 0.0839 |
| sequential | 17 | 345 | 0.504 |
| clock buffer | 3 | 22.5 | 0.0328 |
| timing repair buffer | 34 | 255 | 0.372 |
| clock inverter | 1 | 5.00 | 0.00730 |
==> per-layer routing <==
metal / global-route usage / vias up
met5: 0 / -
met4: 0.00880 / 0
met3: 0.0341 / 2
met2: 0.0474 / 27
met1: 0.0372 / 104
li1: - / 128
==> state kept, by name, indices dropped and copies added (netlist names) <==
register and flops:
logic_rotate 16, ena_out 1
==> through the flow <==
stage,hold WS (ns),instances,total power [uW]
after floorplan,0.228,17,728
after global placement,0.651,97,866
after detailed placement,0.652,97,867
after CTS,0.324,101,1220
after global routing,0.312,101,1260
final,0.343,101,1170
==> final timing paths <==
path	start	to	slack, ns	cells after the start
setup / recovery	logic_rotate[13]$_DFF_P_	bus_out[13]	0.09	1
hold / removal	bus_in[7]	logic_rotate[6]$_DFF_P_	0.34	1
==> layout by cell type, fill, tap and decap left out <==
cell,n
dfxtp_2,4
clkbuf_4,3
clkbuf_2,8
dfxtp_1,13
buf_2,9
clkdlybuf4s50_1,17
clkinv_2,1
==> cells by family after synthesis <==
group,after synthesis
flops,17
==> power groups by stage <==
stage     clock network, uW  logic [uW]  registers [uW]
5_1_grt                 429         103             726
4_1_cts                 394         104             722
6_report                360        92.3             722
Power figures rest on the tool's default switching activity, not on a simulated workload.
